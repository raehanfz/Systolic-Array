--- flow/config.mk ---
export PLATFORM = sky130hd
export DESIGN_NAME = systolic_array
export DESIGN_NICKNAME = systolic_array
export VERILOG_FILES = /design/flow/design.v
export SDC_FILE = /design/flow/constraint.sdc
export NUM_CORES = 4
export LEC_CHECK = 1
export CORE_UTILIZATION = 50
--- flow/constraint.sdc ---
current_design systolic_array

set clk_period 8.3
set clk_io_pct 0.2

create_clock -name clk0 -period $clk_period [get_ports {clk}]

set non_clock_inputs [all_inputs -no_clocks]
set_input_delay [expr $clk_period * $clk_io_pct] -clock clk0 $non_clock_inputs
set_output_delay [expr $clk_period * $clk_io_pct] -clock clk0 [all_outputs]
--- flow/design.v ---
module pe
#(
    parameter DATA_BIT = 8
)(
    input clk, 
    input rst,
    input [DATA_BIT-1:0] input_north, 
    input [DATA_BIT-1:0] input_west,
    output reg [DATA_BIT-1:0] output_south, 
    output reg [DATA_BIT-1:0] output_east,
    output reg [2*DATA_BIT-1:0] result
);
    (* use_dsp = "yes" *) reg [DATA_BIT-1:0] north_reg;
    (* use_dsp = "yes" *) reg [DATA_BIT-1:0] west_reg;
    (* use_dsp = "yes" *) reg [2*DATA_BIT-1:0] mult_reg;
    always @(posedge clk or posedge rst) begin 
        if(rst) begin
            north_reg <= 0;
            west_reg <= 0;
            mult_reg <= 0;
            result <= 0;
            output_east <= 0;
            output_south <= 0;
        end
        else begin
            north_reg <= input_north;
            west_reg <= input_west;
            mult_reg <= north_reg * west_reg;
            result <= mult_reg + result;
            output_east <= input_west;
            output_south <= input_north;
        end
    end
endmodule
module systolic_array
#(
    parameter DATA_BIT = 8
)
(
    input [DATA_BIT-1:0] input_west0, 
    input [DATA_BIT-1:0] input_west4, 
    input [DATA_BIT-1:0] input_west8, 
    input [DATA_BIT-1:0] input_west12,
    input [DATA_BIT-1:0] input_north0, 
    input [DATA_BIT-1:0] input_north1, 
    input [DATA_BIT-1:0] input_north2, 
    input [DATA_BIT-1:0] input_north3,
    input clk, 
    input rst, 
    output reg done,
    output [2*DATA_BIT-1:0] result0, result1, result2, result3, 
                            result4, result5, result6, result7, 
                            result8, result9, result10, result11, 
                            result12, result13, result14, result15
);
    reg [3:0] count;
    wire [DATA_BIT-1:0] output_south0, output_south1, output_south2, output_south3, 
                         output_south4, output_south5, output_south6, output_south7, 
                         output_south8, output_south9, output_south10, output_south11, 
                         output_south12, output_south13, output_south14, output_south15;
    wire [DATA_BIT-1:0] output_east0, output_east1, output_east2, output_east3, 
                         output_east4, output_east5, output_east6, output_east7, 
                         output_east8, output_east9, output_east10, output_east11, 
                         output_east12, output_east13, output_east14, output_east15;
    pe #(.DATA_BIT(DATA_BIT)) P0 (clk, rst, input_north0, input_west0, output_south0, output_east0, result0);
    pe #(.DATA_BIT(DATA_BIT)) P1 (clk, rst, input_north1, output_east0, output_south1, output_east1, result1);
    pe #(.DATA_BIT(DATA_BIT)) P2 (clk, rst, input_north2, output_east1, output_south2, output_east2, result2);
    pe #(.DATA_BIT(DATA_BIT)) P3 (clk, rst, input_north3, output_east2, output_south3, output_east3, result3);
    pe #(.DATA_BIT(DATA_BIT)) P4 (clk, rst, output_south0, input_west4, output_south4, output_east4, result4);
    pe #(.DATA_BIT(DATA_BIT)) P8 (clk, rst, output_south4, input_west8, output_south8, output_east8, result8);
    pe #(.DATA_BIT(DATA_BIT)) P12 (clk, rst, output_south8, input_west12, output_south12, output_east12, result12);
    pe #(.DATA_BIT(DATA_BIT)) P5 (clk, rst, output_south1, output_east4, output_south5, output_east5, result5);
    pe #(.DATA_BIT(DATA_BIT)) P6 (clk, rst, output_south2, output_east5, output_south6, output_east6, result6);
    pe #(.DATA_BIT(DATA_BIT)) P7 (clk, rst, output_south3, output_east6, output_south7, output_east7, result7);
    pe #(.DATA_BIT(DATA_BIT)) P9 (clk, rst, output_south5, output_east8, output_south9, output_east9, result9);
    pe #(.DATA_BIT(DATA_BIT)) P10 (clk, rst, output_south6, output_east9, output_south10, output_east10, result10);
    pe #(.DATA_BIT(DATA_BIT)) P11 (clk, rst, output_south7, output_east10, output_south11, output_east11, result11);
    pe #(.DATA_BIT(DATA_BIT)) P13 (clk, rst, output_south9, output_east12, output_south13, output_east13, result13);
    pe #(.DATA_BIT(DATA_BIT)) P14 (clk, rst, output_south10, output_east13, output_south14, output_east14, result14);
    pe #(.DATA_BIT(DATA_BIT)) P15 (clk, rst, output_south11, output_east14, output_south15, output_east15, result15);
    always @(posedge clk or posedge rst) begin
        if(rst) begin
            done <= 0;
            count <= 0;
        end
        else begin
            if(count == 9) begin
                done <= 1;
                count <= 0;
            end
            else begin
                done <= 0;
                count <= count + 1;
            end
        end 
    end 
endmodule
--- flow/run.sh ---
#!/bin/bash
# OpenROAD 26Q1-2900-gdf79404cd8, Yosys 0.63+post, stock flow scripts
make -C /OpenROAD-flow-scripts/flow DESIGN_CONFIG=/design/flow/config.mk WORK_HOME=/design/flow/orfs finish
==> results_tabular.tex <==
% Auto-generated results table
\begin{tabular}{lr}
\hline
Metric & Value \\
\hline
\multicolumn{2}{l}{\textbf{Finish}} \\
\# fillers & approximately 11000 \\
Multi-input gate area & just over 40000 um2 \\
Final core area utilization & 0.5748 \\
Layout cells sized above 1 & 0.03277 \\
Syn-to-layout area delta & 13.61\% \\
Flop area & between 15000 and 20000 um2 \\
\multicolumn{2}{l}{\textbf{Floorplanning}} \\
Die Height & between 300 and 400 um \\
Rows & 130 \\
Number of ports placed on the die boundary & roughly 320 \\
Die Width & about 360 um \\
Area of the die & 129000 um2 \\
Floorplan utilization & 0.5060 \\
CORE AREA & roughly 130000 um2 \\
\multicolumn{2}{l}{\textbf{Synth}} \\
Yosys synthesis chip area & about 64000 um2 \\
Yosys reg bits & between 700 and 800 \\
Syn. warnings & 2 \\
Most area-hungry cell type in the Yosys netlist & dfrtp\_1 \\
Mean instance size in the synthesized netlist & just over 10 um2 \\
Number of cells in the yosys synthesis report & between 6000 and 7000 \\
Area contributors post-synth & dfrtp\_1 (30\%), fa\_1 (19\%), ha\_1 (16\%) \\
Synth top cell by count & inv\_1 \\
Top post-synthesis cells by count & inv\_1 (951), and2\_1 (845), ha\_1 (816) \\
Cell Type Count & between 70 and 80 \\
Share of the yosys chip area belonging to registers & 0.3033 \\
Main synth FF type & dfrtp\_1 \\
Mapped cell area & 63780 um2 \\
Async S/R FF share, synth & 1.000 \\
Post-Synthesis Cells & around 6200 \\
Top cell type's share of synthesized area & 0.3033 \\
Number of enable flip-flop cells & 0 \\
\multicolumn{2}{l}{\textbf{Placed design}} \\
Tally of buffers added on design ports & 322 \\
Routability congestion estimate & roughly 0.92 \\
Final HPWL DP & between 100000 and 150000 um \\
\multicolumn{2}{l}{\textbf{Worst setup path}} \\
Logic depth of the worst path, buffers included & 16 \\
Most common cell on crit path & fa\_1 \\
Nature of the critical path startpoint & register \\
Slowest cell on crit path & dfrtp\_1 \\
Setup crit start & P5.west\_reg[2] \\
Count of cells along the worst register-to-register path & 16 \\
Kind of cell adding the most delay to the critical path & adder cells \\
End point of the critical path & P5.mult\_reg[15] \\
Buffers \& Inverters on Critical Path & 3 \\
Reg-to-reg critical path endpoint & P5.mult\_reg[15] \\
Flop2flop setup slack & about 3.7 ns \\
Crit path capture type & register \\
Largest fanout of any net on the critical path & 9 \\
Highest cell delay on the worst timing path & roughly 0.57 ns \\
Critical R2R Launch & P5.west\_reg[2] \\
Critical path data required time & 8.86 ns \\
Worst EP arrival & just over 5 ns \\
Critical path, cell by cell & nand2\_1 > fa\_1 > fa\_1 > inv\_1 > fa\_1 > inv\_1 > fa\_1 > inv\_1 > ha\_1 > o21a\_1 > o31a\_1 > o211ai\_1 > a21oi\_1 > a2111oi\_2 > a21oi\_1 > xnor2\_1 \\
Startpoint-to-endpoint class of the critical path & reg -> reg \\
\multicolumn{2}{l}{\textbf{Clocking}} \\
Number of gates resized after CTS & 0 \\
Sinks on the clock net & between 700 and 800 \\
CTS hold repair buffers & 0 \\
H-tree depth reported by CTS & 3 \\
Maximum buffer depth of the clock tree & 3 \\
Worst skew pair latency & roughly 0.69 ns \\
Clock Pin Slew Worst Setup and Hold Paths & around 0.060 ns \\
Clock tree from TritonCTS & yes \\
Buffer cell driving the clock tree root & clkbuf\_16 \\
TritonCTS buffer count & around 94 \\
Number of buffers inserted to repair setup after CTS & 0 \\
\multicolumn{2}{l}{\textbf{Pwr}} \\
Power share of the clock group & 0.173 \\
Combinational group share of total power & 0.582 \\
P\_sw & about 10 mW \\
Internal power contribution & between 15 and 20 mW \\
Power share of the sequential group & 0.245 \\
Max VDD drop & approximately 270 uV \\
Switching share of total power & 0.3985 \\
Total power & roughly 25 mW \\
Cell area power density & roughly 350 nW/um2 \\
Leakage & roughly 36 nW \\
\multicolumn{2}{l}{\textbf{Detailed routing}} \\
Vias per std cell & about 5.2 \\
First-pass DRT Iterations & 5 \\
Total via count after detailed routing & roughly 43000 \\
WL final & roughly 130000 um \\
Number of DRC violations after detailed-routing iteration 0 & around 1900 \\
Remaining antenna violation count after routing & 0 \\
\# diodes & 0 \\
Residual DRC & 0 \\
Per-cell routed wire length & 16.06 um \\
\multicolumn{2}{l}{\textbf{Outcome}} \\
Result of the run & completed \\
\multicolumn{2}{l}{\textbf{GRT}} \\
First-pass GRT wire length & $\sim$230000 um \\
GRT overflow & 0 \\
Most Crowded Layer GR & met1 \\
Fraction of met2 tracks used by global routing & 0.3437 \\
Vias in the first global route & between 40000 and 50000 \\
Antenna violations before repair & 1 \\
Pin count of the biggest net entering global routing & about 130 \\
GR Util met1 & 0.3582 \\
Global-route total usage across every layer & 0.2301 \\
M3 GR Usage & 0.06507 \\
\multicolumn{2}{l}{\textbf{Final timing}} \\
Final setup violation count & 0 \\
Pins Over Slew Limit & 0 \\
RSZ-0062 raised after global routing & false \\
Relative slew slack & 0.5402 \\
Final critical delay including setup and external delays & around 4.6 ns \\
Max Clock Freq & 216.8 MHz \\
Number of endpoints with negative hold slack in the final report & 0 \\
Slew @ Worst Pin & between 0.6 and 0.7 ns \\
Post-route fraction of the period consumed by the critical path & 0.5557 \\
Final setup skew & approximately 0.025 ns \\
\multicolumn{2}{l}{\textbf{Min path}} \\
Min-delay worst type & reg -> reg \\
\multicolumn{2}{l}{\textbf{Run}} \\
Number of maximum-capacitance violations & 0 \\
Tool Warnings & 34 \\
\hline
\end{tabular}
==> layout make-up <==
| type | count | share of cell area |
|---|---|---|
| clock inverter | 45 | 0.007908 |
| multi-input combinational | 4449 | 0.5629 |
| timing repair buffer | 334 | 0.04641 |
| sequential | 773 | 0.2669 |
| tap | 1650 | 0.02849 |
| inverter | 951 | 0.04931 |
| clock buffer | 131 | 0.03802 |
==> stage by stage <==
step | area, um2 | hold WS [ns] | setup slack, ns | setup TNS (ns) | cells
after floorplan | 63780 | 0.4310 | -3.963 | -3063.45 | 6194
after global placement | 69130 | 0.4502 | 3.669 | 0 | 8157
after detailed placement | 69130 | 0.4535 | 3.669 | 0 | 8157
after CTS | 72460 | 0.4582 | 3.644 | 0 | 8333
after global routing | 72460 | 0.4760 | 3.396 | 0 | 8333
final | 72460 | 0.4458 | 3.688 | 0 | 8333
==> worst min path at each step <==
stage         cells after the start            end       startpoint  slack (ns)
finish                            1   P9.result[0]   P9.mult_reg[0]        0.45
global route                      1  P14.result[0]  P14.mult_reg[0]        0.48
CTS                               1   P9.result[0]   P9.mult_reg[0]        0.46
==> kinds of logic after synthesis <==
| kind of cell | after synthesis | share of synthesized area |
|---|---|---|
| compound gates | 920 | 0.09450 |
| fa+ha+maj | 1408 | 0.3459 |
| buf+inv | 972 | 0.05720 |
| mux | 4 | 0.0006474 |
| flops | 773 | 0.3033 |
| simple gates | 1777 | 0.1518 |
| xor+xnor | 340 | 0.04669 |
==> cell usage in the layout, fill, tap and decap left out, drive strengths merged, types with 12 or more instances in the layout <==
master / count
o211ai: 27
clkdlybuf4s50: 322
a311oi: 14
xor2: 74
o21bai: 43
nor2: 214
nor2b: 64
and3: 28
a31oi: 18
nor4: 27
a21o: 103
xnor2: 266
nand2b: 32
nor3: 82
and2: 845
or3: 21
o31a: 21
nand2: 322
buf: 12
dfrtp: 773
or2: 17
a21boi: 19
clkbuf: 131
a2111oi: 18
a21oi: 274
fa: 592
ha: 816
nand4: 29
nand3: 60
o22ai: 13
clkinv: 22
inv: 952
o311ai: 12
o21ai: 167
a211oi: 43
o21a: 79
==> power by group through the flow <==
| stage | Combinational [mW] | Sequential [mW] | Clock [mW] |
|---|---|---|---|
| after CTS | 14.8 | 6.21 | 4.52 |
| after global routing | 16.8 | 6.34 | 4.67 |
| final | 14.7 | 6.17 | 4.37 |
==> metal layers <==
layer	vias to the layer above	part of all wire
li1	21172	-
met1	20776	0.46
met4	2	0.022
met2	873	0.44
met5	-	0.00013
met3	166	0.070
No activity file was given, so power comes from the tool's default toggle rates.
